### ./design.v
module ROM1_8x8 (cs, addrb, datab, read_en);
	input [2:0] addrb;
	output [7:0] datab;
	input read_en, cs;
	reg [7:0] datab;
	always @ (*)
		if  (read_en & cs)
			case (addrb)
				0: datab = 8'h21;
				1: datab = 8'hab;
				2: datab = 8'h33;
				3: datab = 8'h99;
				4: datab = 8'ha3;
				5: datab = 8'hff;
				6: datab = 8'hcd;
				7: datab = 8'h88;
			endcase
		else
			datab = 8'b0;
endmodule
module ROM2_8x8 (cs, addrb, datab, read_en);
	input [2:0] addrb;
	output [7:0] datab;
	input read_en, cs;
	reg [7:0] datab;
	always @ (*)
		if (read_en & cs)
			case (addrb)
				0: datab = 8'h2e;
				1: datab = 8'h38;
				2: datab = 8'h4c;
				3: datab = 8'h58;
				4: datab = 8'h68;
				5: datab = 8'h7f;
				6: datab = 8'h88;
				7: datab = 8'h9a;
			endcase
		else
			datab = 8'b0;
endmodule
module ROM_16x8 (cs, addrb, datab, read_en);
	input [3:0] addrb;
	output [7:0] datab;
	input cs, read_en;
	wire [7:0] datab1, datab2;
	wire [1:0] OUT;
	assign OUT[0] = cs && ~addrb[3];
	assign OUT[1] = cs && addrb[3];
	ROM1_8x8 rc1 (OUT[0], addrb[2:0], datab1, read_en);
	ROM2_8x8 rc2 (OUT[1], addrb[2:0], datab2, read_en);
	assign datab = (cs && read_en)?datab1 | datab2:8'bz;
endmodule
### ./run.sh
#!/bin/bash
# OpenROAD 26Q1-2900-gdf79404cd8, Yosys 0.63+post, stock flow scripts
make -C /OpenROAD-flow-scripts/flow DESIGN_CONFIG=/design/flow/config.mk WORK_HOME=/design/flow/orfs finish
### ./config.mk
export PLATFORM = sky130hd
export DESIGN_NAME = ROM_16x8
export DESIGN_NICKNAME = ROM_16x8
export VERILOG_FILES = /design/flow/design.v
export SDC_FILE = /design/flow/constraint.sdc
export NUM_CORES = 4
export LEC_CHECK = 1
export CORE_AREA = 10 10 70 70
export DIE_AREA = 0 0 80 80
### ./constraint.sdc
current_design ROM_16x8

set clk_period 1.2
set clk_io_pct 0.2

create_clock -name clk0 -period $clk_period

set non_clock_inputs [all_inputs -no_clocks]
set_input_delay [expr $clk_period * $clk_io_pct] -clock clk0 $non_clock_inputs
set_output_delay [expr $clk_period * $clk_io_pct] -clock clk0 [all_outputs]
==> impl_summary.log <==
[flow] summary of implementation run
INFO  metric outcome = finished with violations
INFO  metric failed_checks = setup timing
INFO  metric worst_slew_pin_slew = 0.173 ns
INFO  metric gp_routability_congestion = 0.800
INFO  metric crit_path_start = addrb[1]
INFO  metric start_kind = input pin
INFO  metric synthesis.instances = 37
INFO  metric clock_power_share = 0
INFO  metric max_freq = 644 MHz
INFO  metric power.share.combinational = 1.000
INFO  metric powerDensity = 287 mW/mm²
INFO  metric core = 0.00342 mm²
INFO  metric global_route.usage.total = 0.0303
INFO  metric die_y = 80 µm
INFO  metric n_diodes = 0
INFO  metric area_after_dpl = 549 µm²
INFO  metric route.final.wire_length = 1.00 mm
INFO  metric openroad_warnings = 40
INFO  metric route.detailed.drc = 0
INFO  metric netSwitchingPower = 0.0000764 W
INFO  metric endpoint = datab[1]
INFO  metric viasPerCell = 3.23
INFO  metric maxSlewHeadroom = 0.881
INFO  metric num_rows = 21
INFO  metric antenna_found_initial = 0
INFO  metric initCoreUtil = 0.0832
INFO  metric leakagePower = 0.271 nW
INFO  metric worstPathCellList = buf_8 > clkinvlp_4 > ha_4 > mux4_2 > nor2b_4 > buf_2
INFO  metric netlist.area_leader.share = 0.308
INFO  metric numPlacedInstances = 104
INFO  metric ys_seq_share = 0
INFO  metric critical_path.max_stage_delay = 0.45 ns
INFO  metric hpwlAfterDp = 797 µm
INFO  metric grt_pass1_vias = 343
INFO  metric ys.warnings.count = 3
INFO  metric wire_per_inst = 9.29 µm
INFO  metric preCtsSetupSlack = -1.15 ns
INFO  metric slew_violations = 0
INFO  metric globalRoute.totalOverflow = 0
INFO  metric sw_frac_of_total = 0.440
INFO  metric post-route-min-period = 1.55 ns
INFO  metric syn-mean-instance-area = 7.68 µm²
INFO  metric met3_wirelength = 116 µm
INFO  metric unrepaired_setup_endpoints_after_global_routing = yes
INFO  metric yosys.stat.chipArea = 284 µm²
INFO  metric cp-end-kind = output pin
INFO  metric placement.io_buffers = 14
INFO  metric timing.setup.critical_path_class = input pin to output pin
INFO  metric instances_no_fill = 108
INFO  metric drtAntennaViolNets = 0
INFO  metric final_critical_path_setup_slack = -0.353 ns
INFO  metric drt_iter0_markers = 18
INFO  metric required = 0.96 ns
INFO  metric power_frac_seq = 0
INFO  metric ios = 14
INFO  metric top_layer_used = met3
INFO  metric dieArea = 0.00640 mm²
INFO  metric finalSetupViolations = 8
INFO  metric final_layout_size_suffix_gt1_frac = 0.629
INFO  metric layout.clock_buffers = 0
INFO  metric max-vdd-ir-drop = 48.0 µV
INFO  metric post_cts_hold_buffer_count = 0
INFO  metric max_cap_violations = 0
INFO  metric route.met2.wl = 438 µm
INFO  metric chipWidth = 80 µm
INFO  metric fill_cells = 389
INFO  metric grt_max_degree = 9
INFO  metric top_area_cell = ha_1
INFO  metric ff_latch_area = 0 µm²
INFO  metric yosys-stat-cells = 37
INFO  metric vias = 349
INFO  metric finish.utilization = 0.177
INFO  metric area_growth = 113%
INFO  metric timing.final.crit_share = 1.29
INFO  metric hold_path_class = input pin to output pin
INFO  metric grt_first_pass_wirelength = 1.65 mm
INFO  metric drt_pass1_iterations = 4
INFO  metric numSequentialCells = 0
INFO  metric synth.cell_area = 284 µm²
INFO  metric internal_power = 0.0000973 W
INFO  metric mi_logic_area = 313 µm²
INFO  metric netlist-cell-type-count = 16
INFO  metric cp_data_arrival_time = 1.31 ns
INFO  metric synth.top_cells.by_area = ha_1 (31%), mux2i_1 (11%), a211oi_1 (7.9%)
INFO  metric path_max_fanout = 2
INFO  metric layout.cell_area.non_filler = 604 µm²
INFO  metric setup_tns = -1.48 ns
INFO  metric final_hold_viol_count = 0
INFO  metric worst_path_max_delay_cell = mux4_2
INFO  metric wl_met1 = 448 µm
## final cells by class
class,instances,share of cell area
multi-input combinational,31,0.518
timing repair buffer,27,0.352
inverter,4,0.0352
tap,46,0.0952
## repair_timing
action                     4_1_cts  5_1_grt
setup endpoints to repair        8        8
buffers inserted                 5        0
gates resized                   60        3
pin swaps                       11        2
## cells by family (layout without fill, tap and decap cells)
group / count (synthesis) / after routing / share of synthesized area
AND-OR/OR-AND: 9 / 9 / 0.203
multiplexers: 4 / 4 / 0.185
buffers and inverters: 6 / 31 / 0.110
AND/OR/NAND/NOR: 11 / 11 / 0.194
adder cells (fa/ha/maj): 7 / 7 / 0.308
## cells in the final DEF, fill, tap and decap left out, types with 2 or more instances in the layout
| cell type | Yosys | layout |
|---|---|---|
| clkdlybuf4s15_1 | 0 | 2 |
| mux2i_1 | 3 | 3 |
| nor2_1 | 5 | 5 |
| nand2_1 | 3 | 2 |
| buf_2 | 1 | 8 |
| ha_4 | 0 | 2 |
| buf_4 | 0 | 10 |
| ha_2 | 0 | 2 |
| ha_1 | 7 | 3 |
| a211oi_2 | 0 | 2 |
| a21oi_2 | 0 | 2 |
| buf_6 | 1 | 4 |
| dlygate4sd2_1 | 0 | 2 |
## layer usage
metal | track usage | vias up
met5 | 0 | -
met4 | 0 | 0
met3 | 0.0102 | 0
met2 | 0.0457 | 9
met1 | 0.0430 | 158
li1 | - | 182
## worst max-delay path: cells and delay by family
| kind | cells | cell delay [ns] |
|---|---|---|
| fa+ha+maj | 1 | 0.22 |
| buf+inv | 3 | 0.27 |
| mux | 1 | 0.45 |
| simple gates | 1 | 0.13 |
## worst min path at each step
stage,depth (start not counted),to,start,slack [ns]
finish,4,datab[5],addrb[3],0.92
global route,4,datab[5],addrb[3],0.96
CTS,4,datab[5],addrb[3],0.93
## cells in the mapped netlist (3+ instances only)
master,n
nor2_1,5
a211oi_1,3
a21oi_1,3
mux2i_1,3
inv_1,4
nand2_1,3
ha_1,7
## metrics by stage
step | hold WS, ns | power [W]
global placement | 1.51 | 0.000153
CTS | 0.931 | 0.000171
detailed placement | 1.52 | 0.000154
global route | 0.964 | 0.000193
floorplan | 0.618 | 0.0000706
finish | 0.923 | 0.000174
## power groups by stage
| stage | clock [W] | combinational [W] | sequential (W) |
|---|---|---|---|
| finish | 0 | 0.000174 | 0 |
| CTS | 0 | 0.000171 | 0 |
| global route | 0 | 0.000193 | 0 |
Power figures rest on the tool's default switching activity, not on a simulated workload.

==> flow/design.v <==
module ROM1_8x8 (cs, addrb, datab, read_en);
	input [2:0] addrb;
	output [7:0] datab;
	input read_en, cs;
	reg [7:0] datab;
	always @ (*)
		if  (read_en & cs)
			case (addrb)
				0: datab = 8'h21;
				1: datab = 8'hab;
				2: datab = 8'h33;
				3: datab = 8'h99;
				4: datab = 8'ha3;
				5: datab = 8'hff;
				6: datab = 8'hcd;
				7: datab = 8'h88;
			endcase
		else
			datab = 8'b0;
endmodule
module ROM2_8x8 (cs, addrb, datab, read_en);
	input [2:0] addrb;
	output [7:0] datab;
	input read_en, cs;
	reg [7:0] datab;
	always @ (*)
		if (read_en & cs)
			case (addrb)
				0: datab = 8'h2e;
				1: datab = 8'h38;
				2: datab = 8'h4c;
				3: datab = 8'h58;
				4: datab = 8'h68;
				5: datab = 8'h7f;
				6: datab = 8'h88;
				7: datab = 8'h9a;
			endcase
		else
			datab = 8'b0;
endmodule
module Dec_24 (A, B, OUT);
	input A, B;
	output [3:0] OUT;
	assign OUT[0] = ~A & ~B;
	assign OUT[1] = ~A & B;
	assign OUT[2] = A & ~B;
	assign OUT[3] = A & B;
endmodule
module ROM3_8x8 (cs, addrb, datab, read_en);
	input [2:0] addrb;
	output [7:0] datab;
	input read_en, cs;
	reg [7:0] datab;
	always @ (*)
		if (read_en & cs)
			case (addrb)
				0: datab = 128;
				1: datab = 138;
				2: datab = 148;
				3: datab = 158;
				4: datab = 168;
				5: datab = 178;
				6: datab = 188;
				7: datab = 198;
			endcase
		else
			datab = 8'b0;
endmodule
module ROM_24x8 (cs, addrb, datab, read_en);
	input [4:0] addrb;
	output [7:0] datab;
	input cs, read_en;
	wire [7:0] datab1, datab2, datab3;
	wire [3:0] OUT;
	Dec_24 d1 (addrb[4], addrb[3], OUT);
	ROM1_8x8 rc1 (OUT[0], addrb[2:0], datab1, read_en);
	ROM2_8x8 rc2 (OUT[1], addrb[2:0], datab2, read_en);
	ROM3_8x8 rc3 (OUT[2], addrb[2:0], datab3, read_en);
	assign datab = (cs && read_en)?datab1 | datab2 | datab3:8'bz;
endmodule
==> flow/run.sh <==
#!/bin/bash
# OpenROAD 26Q1-2900-gdf79404cd8, Yosys 0.63+post, stock flow scripts
make -C /OpenROAD-flow-scripts/flow DESIGN_CONFIG=/design/flow/config.mk WORK_HOME=/design/flow/orfs finish
==> flow/config.mk <==
export PLATFORM = sky130hd
export DESIGN_NAME = ROM_24x8
export DESIGN_NICKNAME = ROM_24x8
export VERILOG_FILES = /design/flow/design.v
export SDC_FILE = /design/flow/constraint.sdc
export NUM_CORES = 4
export LEC_CHECK = 1
export CORE_AREA = 10 10 70 70
export DIE_AREA = 0 0 80 80
==> flow/constraint.sdc <==
current_design ROM_24x8

set clk_period 1.7
set clk_io_pct 0.2

create_clock -name clk0 -period $clk_period

set non_clock_inputs [all_inputs -no_clocks]
set_input_delay [expr $clk_period * $clk_io_pct] -clock clk0 $non_clock_inputs
set_output_delay [expr $clk_period * $clk_io_pct] -clock clk0 [all_outputs]
==> results.txt <==
Quick summary of the implementation run below.

The run finished with clean final reports. The count of input and output buffers is 14. The most common logic cell in the final layout is sky130_fd_sc_hd__buf_4. The sequential cell count of the final layout came out at 0. Walking the worst path, the cells encountered are buf_8 > inv_8 > ha_4 > o21ai_4 > o31ai_4 > o311a_1 > buf_2.

Per STA, the worst path accumulates the most delay in the family AND-OR/OR-AND gates. The instance count along the most critical hold path is 4. The overall overflow remaining after global route came out at 0. The area of placed instances is 691.9 um2. According to the dpl log, the detail-placed design has an HPWL of 1.063 mm. The flip-flop and latch area came out at 0 um2.

The summed standard-cell area reported by yosys is 412.9 um2. The hold-critical path endpoint is datab[2]. For reference, the placement row count at floorplan is 21. The total power consumption of the routed design is 177.6 uW.

Leaving out fill and tap cells, the most frequent cells in the layout are sky130_fd_sc_hd__buf_4, sky130_fd_sc_hd__buf_6, sky130_fd_sc_hd__buf_2. The routed design ends up with an antenna cell count of 0. The fmax came out at 597.9 MHz.

The area growth from synthesis to layout came out at 99.70%. The per-cell via count in the routed design is 3.937. Per the synthesis report, the number of distinct cell types is 29. The initial antenna violation count is 0. The critical path's largest stage delay is 0.35 ns. For this block, the routed nets add up to 1.488 mm of wire. The average wire length per cell after detail routing came out at 11.72 um. The final critical-path share of the clock period came out at 98.38%. The normalized max-slew margin came out at 83.44%. The routed layout reports a DRC error count of 0. The area fraction of the largest cell type after synthesis is 27.27%. The post-route cell area came out at 824.5 um2.

The die height came out at 80 um. The number of OpenROAD warnings came out at 40. After synthesis the cells add up to 412.9 um2. By area the synthesized netlist is led by sky130_fd_sc_hd__ha_1, sky130_fd_sc_hd__a21oi_1, sky130_fd_sc_hd__o311a_1.

The total of warnings raised by yosys came out at 4. The reported leakage power is 0.3440 nW. The die width came out at 80 um. The total vias in the final route came out at 500.

The instance count after placement with tap cells included came out at 125. The worst setup path is launched from an input port. The number of standard cells in the final layout excluding fillers is 127. The floorplan report gives the top-level pin count as 15. The wire length of the first global-routing pass is 2.339 mm.

The placer congestion estimate came out at 0.8827. The worst hold path belongs to the class input port to output port. The die area came out at 0.006400 mm2.

In the floorplan report the effective utilization is 12.09%. The via count of the first global-routing pass came out at 512. The critical path arrival is 1.33 ns. The maximum VDD drop is 0.03933 mV. The number of instances in the synthesized netlist is 54.

The starting DRC count in detailed routing is 21. Averaged over all synthesized cells, the footprint is 7.646 um2. The setup violation total in the final timing report is 0. The number of clock-tree buffers in the layout came out at 0. The number of detailed-routing iterations run before antenna repair is 4. The global-route usage over all layers is 4.225%.

The total area inside the core boundary comes to 0.003416 mm2. The final timing report lists a hold violation count of 0. The number of filler instances in the final layout came out at 375. The classification of the worst setup path is input port to output port. sky130_fd_sc_hd__ha_1 takes more of the synthesized area than any other cell. The maximum number of pins on one net before global-route repair is 15.

Buffers inserted to repair hold after CTS numbered 0. The power density relative to cell area is 215.4 mW/mm2. The count of antenna-violating nets left after detailed routing is 0. The share of synthesized area occupied by flip-flops and latches is 0%.

The buffering stage count on the worst path with inverters included is 3. The number of max-slew violations in the final report came out at 0. The number of max-capacitance violations reported came out at 0. The time the final worst path needs with I/O delays and setup came out at 1.672 ns. The worst setup path is captured at an output port. The ratio of cells with drive above 1 in the final layout came out at 66.67%. The required time at the endpoint of the critical path is 1.36 ns. The largest individual stage delay along the critical path comes from the cell sky130_fd_sc_hd__o311a_1. The worst hold path begins at addrb[3]. The actual slew at the worst max-slew pin is 0.2484 ns. Setup repair after global routing could not meet its margin everywhere. The cell count in the Yosys report is 54. The largest fanout of any net on the critical path came out at 4.
==> synth_stat cells <==
library cell	n
sky130_fd_sc_hd__ha_1	9
sky130_fd_sc_hd__a21oi_1	5
sky130_fd_sc_hd__inv_1	4
sky130_fd_sc_hd__nor2_1	3
sky130_fd_sc_hd__o21ai_0	3
sky130_fd_sc_hd__o22ai_1	3
sky130_fd_sc_hd__nand2_1	2
sky130_fd_sc_hd__nand3b_1	2
sky130_fd_sc_hd__nor2b_1	2
sky130_fd_sc_hd__o311a_1	2
sky130_fd_sc_hd__a2111o_1	1
sky130_fd_sc_hd__a221oi_1	1
sky130_fd_sc_hd__and2_1	1
sky130_fd_sc_hd__and3_1	1
sky130_fd_sc_hd__and3_2	1
sky130_fd_sc_hd__and3b_2	1
sky130_fd_sc_hd__buf_2	1
sky130_fd_sc_hd__buf_4	1
sky130_fd_sc_hd__buf_6	1
sky130_fd_sc_hd__mux2_2	1
sky130_fd_sc_hd__mux2i_1	1
sky130_fd_sc_hd__nand2_2	1
sky130_fd_sc_hd__nand2b_1	1
sky130_fd_sc_hd__nand2b_2	1
sky130_fd_sc_hd__nand4b_1	1
sky130_fd_sc_hd__o211ai_2	1
sky130_fd_sc_hd__o21a_1	1
sky130_fd_sc_hd__o31ai_1	1
sky130_fd_sc_hd__or2b_1	1
==> power by group <==
part | internal, mW | switching (mW) | total [mW]
clock network | 0 | 0 | 0
registers | 0 | 0 | 0
logic | 0.0955 | 0.0821 | 0.178
==> final cells by class <==
| type | instances | area, um2 | share of cell area, % |
|---|---|---|---|
| repair buffers | 30 | 246.5 | 29.89 |
| multi-input cells | 47 | 495.5 | 60.09 |
| well taps | 46 | 57.56 | 6.980 |
| inverters | 4 | 25.02 | 3.035 |
==> repair_timing <==
| item | CTS | global route |
|---|---|---|
| endpoints found under the setup margin | 8 | 5 |
| pin swaps | 13 | 8 |
| setup buffers | 3 | 0 |
| resized | 76 | 16 |
| hold endpoints to repair | 0 | 0 |
==> per-stage QoR <==
step                      setup WS (ns)  setup TNS (ns)  utilization (%)  hold slack (ns)
after CTS                      0.005433               0            22.27            1.138
after detailed placement        -0.8522          -6.151            20.26            1.776
final                           0.02760               0            24.14            1.125
after global placement          -0.8345          -6.058            20.26            1.774
after global routing           -0.01336        -0.02238            24.14            1.166
after floorplan                  0.1921               0                -           0.7410
==> cell families after synthesis <==
logic type	Yosys count	synth area share (%)
compound gates	18	30.61
simple gates	18	27.58
fa+ha+maj	9	27.27
buf+inv	7	9.392
mux	2	5.151
==> worst max path at each step <==
stage / slack, ns / from / depth (start not counted) / endpoint
after CTS: 0.005 / addrb[1] / 7 / datab[5]
after global routing: -0.01 / addrb[2] / 7 / datab[5]
final: 0.03 / addrb[1] / 7 / datab[5]
==> worst min-delay path, cell delays in order <==
cell	delay (ns)
sky130_fd_sc_hd__buf_2	0.13
sky130_fd_sc_hd__nand3b_1	0.13
sky130_fd_sc_hd__o22ai_2	0.08
sky130_fd_sc_hd__buf_2	0.11
==> metal layers <==
layer | share of wire [%] | GRT usage (%)
met5 | 0 | 0
met4 | 0 | 0
met3 | 5.0 | 0.6818
met2 | 49 | 7.624
met1 | 46 | 5.405
Power figures rest on the tool's default switching activity, not on a simulated workload.

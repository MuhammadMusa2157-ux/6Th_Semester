===== flow/design.v =====
module ROM1_8x8 (cs, addrb, datab, read_en);
	input [2:0] addrb;
	output [7:0] datab;
	input read_en, cs;
	reg [7:0] datab;
	always @ (*)
		if  (read_en & cs)
			case (addrb)
				0: datab = 8'h21;
				1: datab = 8'hab;
				2: datab = 8'h33;
				3: datab = 8'h99;
				4: datab = 8'ha3;
				5: datab = 8'hff;
				6: datab = 8'hcd;
				7: datab = 8'h88;
			endcase
		else
			datab = 8'b0;
endmodule
module ROM2_8x8 (cs, addrb, datab, read_en);
	input [2:0] addrb;
	output [7:0] datab;
	input read_en, cs;
	reg [7:0] datab;
	always @ (*)
		if (read_en & cs)
			case (addrb)
				0: datab = 8'h2e;
				1: datab = 8'h38;
				2: datab = 8'h4c;
				3: datab = 8'h58;
				4: datab = 8'h68;
				5: datab = 8'h7f;
				6: datab = 8'h88;
				7: datab = 8'h9a;
			endcase
		else
			datab = 8'b0;
endmodule
module ROM_8x16 (cs, addrb, datab, read_en);
	input [2:0] addrb;
	output [15:0] datab;
	input cs, read_en;
	wire [7:0] datab1, datab2;
	ROM1_8x8 rc1 (cs, addrb, datab1, read_en);
	ROM2_8x8 rc2 (cs, addrb, datab2, read_en);
	assign datab = (cs && read_en)?{datab2, datab1}:16'bz;
endmodule

===== flow/run.sh =====
#!/bin/bash
# OpenROAD 26Q1-2900-gdf79404cd8, Yosys 0.63+post, stock flow scripts
make -C /OpenROAD-flow-scripts/flow DESIGN_CONFIG=/design/flow/config.mk WORK_HOME=/design/flow/orfs finish

===== flow/config.mk =====
export PLATFORM = sky130hd
export DESIGN_NAME = ROM_8x16
export DESIGN_NICKNAME = ROM_8x16
export VERILOG_FILES = /design/flow/design.v
export SDC_FILE = /design/flow/constraint.sdc
export NUM_CORES = 4
export LEC_CHECK = 1
export CORE_AREA = 10 10 70 70
export DIE_AREA = 0 0 80 80

===== flow/constraint.sdc =====
current_design ROM_8x16

set clk_period 1.2
set clk_io_pct 0.2

create_clock -name clk0 -period $clk_period

set non_clock_inputs [all_inputs -no_clocks]
set_input_delay [expr $clk_period * $clk_io_pct] -clock clk0 $non_clock_inputs
set_output_delay [expr $clk_period * $clk_io_pct] -clock clk0 [all_outputs]

==> results.cfg <==
; yosys + openroad results
[status]
status = complete, but fails checks
violated_checks = setup timing

[sta]
grt_setup_unrepaired = true
timing.final.hold_violations = 0
worst_slew_pin_slew_ps = 124.9
setup_viol_count_final = 2
maxSlewViolCount = 0
worst_slew_margin_rel_pct = 91.44
aggregate_negative_setup_slack_ps = -225.2
fmax_ghz = 0.7589
timing.final.crit_period_ps = 1318
setup_ws_ps = -117.7
finalCritPeriodShare_pct = 109.8

[cells_and_area]
register_area_um2 = 0
finalNonFillerCells = 120
post_route_cells_drive_above_1_share_pct = 81.08
fraction_of_the_core_area_covered_by_cells_at_the_end_of_the_flow_pct = 22.38
final_non_filler_cell_area_um2 = 764.5
clock_buffer_count = 0
syn_to_final_growth_pct = 175.2
lay_top_cells = sky130_fd_sc_hd__buf_6, sky130_fd_sc_hd__buf_4, sky130_fd_sc_hd__buf_2
layout.sequential_cells = 0
final.fill_count = 378

[floorplanning]
chipWidth_um = 80
chip_area_mm2 = 0.006400
design.core.area_mm2 = 0.003416
die_height_um = 80
placementRows = 21
pin_count = 21
fp-utilization_pct = 8.132

[power]
seqPwrFrac_pct = 0
pwr-share-clk_pct = 0
swShare_pct = 40.38
vdd_drop_max_mv = 0.1197
static-leakage-power_nw = 0.3791
p_int_mw = 0.1273
fin_total_pwr_mw = 0.2136
power.combinational.fraction_pct = 100.0
switching_power_mw = 0.08623
power_per_cell_area_mw_per_mm2 = 279.3

[min_path]
worst_hold_path_cells = 3
hold_path_class = in -> out

[yosys]
post_synthesis_instance_area_um2 = 277.8
synth.yosys.warnings = 3
synth_area_per_cell_um2 = 7.936
post_synth_inst_count = 35
netlist-cell-type-count = 17
sequential_element_share_of_the_synthesized_area_pct = 0
synthesis_area_per_yosys_um2 = 277.8
synth.yosys.num_cells = 35

[setup_path]
cp.required_ps = 960
critPathLaunch = addrb[0]
cpMaxStageDelayCell = sky130_fd_sc_hd__and2b_2
cpPeakStageDelay_ps = 190
cell_by_cell_trace_of_the_critical_path = buf_8, buf_6, ha_4, and2b_2, a211oi_2, buf_2
critPathMaxFanout = 3
timing.setup.critical_path_class = in -> out
crit_arrival_ps = 1080
critical_path.endpoint_type = output port
worstSetupEndpoint = datab[5]
crit_path_start_kind = primary input

[placed_design]
numPlacedInstances = 107
placement.io_buffers = 21
detailed_place.area_um2 = 579.3
gpl.final_weighted_congestion = 0.7122
post-dp-hpwl_um = 886

[grt]
first_global_vias = 404
grt_antenna_before_repair = 0
grt_pass1_wl_mm = 2.090
grt.total_usage_pct = 3.902
maximum_number_of_pins_on_one_net_before_global_route_repair = 7
grt.overflow.total = 0

[drt]
insertedDiodeCount = 0
drt_pass1_iterations = 3
post-route-drc-count = 0
drt.antenna.violating_nets = 0
drt_iter0_drc = 6
postRouteWirelength_mm = 1.351
wire_per_inst_um = 11.26
viasPerCell = 3.225
dr_total_vias = 387

[run]
maxCapViolations = 0
total_number_of_warnings_across_the_stage_logs = 39
## worst min-delay path by stage
stage            to    start  slack, ps
6_report  datab[15]  read_en        810
5_1_grt   datab[14]  read_en        830
4_1_cts   datab[14]       cs        840
## layer usage
layer	vias to the layer above	track usage (%)	wire length, µm
met3	0	0.5682	73
met5	-	0	0
met1	179	4.878	575
met2	10	7.223	703
li1	198	-	-
met4	0	0	0
## cells by family after synthesis
logic type                 count (synthesis)  share of synthesized area, %
muxes                                      2                         7.207
adders and majority gates                  7                         31.53
and+or+nand+nor                           14                         32.88
buffers and inverters                      6                         12.16
AOI/OAI and AO/OA                          6                         16.22
## what timing repair did
item / 4_1_cts / 5_1_grt
hold buffers: 0 / 0
hold endpoints to repair: 0 / 0
pin swaps: 11 / 9
setup buffers: 14 / 1
resized: 86 / 22
cloned: 0 / 0
endpoints found under the setup margin: 16 / 12
## critical path, delay by kind of cell
kind,cells,cell delay [ps]
buffers and inverters,3,340
AND/OR/NAND/NOR,1,190
adder cells (fa/ha/maj),1,160
AND-OR/OR-AND,1,140
## metrics by stage
stage,hold slack [ps],setup slack (ps)
floorplan,504.9,90.23
global placement,1551,-905.4
detailed placement,1541,-897.7
CTS,844.8,-145.0
global route,830.9,-156.4
finish,810.7,-117.7
## power groups by stage
| stage | Sequential (mW) | Combinational, mW | Clock [mW] |
|---|---|---|---|
| after CTS | 0 | 0.195 | 0 |
| after global routing | 0 | 0.233 | 0 |
| final | 0 | 0.214 | 0 |
## area by class of cell
cell class / count / area [µm²] / area share, %
Inverter: 4 / 27.53 / 3.601
Multi-Input combinational cell: 29 / 335.3 / 43.86
Tap cell: 46 / 57.56 / 7.529
Timing Repair Buffer: 41 / 344.1 / 45.01
## Yosys cell counts
cell / instances / area [µm²]
sky130_fd_sc_hd__buf_6: 1 / 11.26
sky130_fd_sc_hd__a211oi_1: 1 / 7.510
sky130_fd_sc_hd__ha_1: 7 / 87.58
sky130_fd_sc_hd__mux2i_1: 2 / 20.02
sky130_fd_sc_hd__inv_2: 2 / 7.510
sky130_fd_sc_hd__a211oi_2: 1 / 12.51
sky130_fd_sc_hd__o211a_1: 1 / 10.01
sky130_fd_sc_hd__a21oi_1: 3 / 15.01
sky130_fd_sc_hd__and3_2: 2 / 15.01
sky130_fd_sc_hd__or2b_1: 1 / 7.510
sky130_fd_sc_hd__inv_1: 2 / 7.510
sky130_fd_sc_hd__nand2_4: 1 / 11.26
sky130_fd_sc_hd__nor2_1: 6 / 22.52
sky130_fd_sc_hd__and3_1: 2 / 12.51
sky130_fd_sc_hd__nand2b_4: 1 / 13.76
sky130_fd_sc_hd__buf_4: 1 / 7.510
sky130_fd_sc_hd__and2b_2: 1 / 8.760
Power and IR drop assume default switching activity.
